==> /design/flow/design.v <==
module regfile(
input wire [1:0] RAddr, WAddr,
input wire Ren, Wen,
input wire [31:0] WData,
input wire Rst, Clk,
output reg [31:0] RData );
reg [31:0] regfile [0:3];
always @(posedge Clk) begin
	if(Rst == 1'b1) begin
		regfile[0] <= 32'd0;
		regfile[1] <= 32'd0;
		regfile[2] <= 32'd0;
		regfile[3] <= 32'd0;
	end
	else if(Wen == 1'b1) begin
		regfile[WAddr] <= WData;
	end
end
always @(*) begin
	if(Ren == 1'b1) begin
		RData = regfile[RAddr];
	end
	else begin
		RData = 32'hzzz_zzzz;
	end
end
endmodule
==> /design/flow/run.sh <==
#!/bin/bash
# OpenROAD 26Q1-2900-gdf79404cd8, Yosys 0.63+post, stock flow scripts
make -C /OpenROAD-flow-scripts/flow DESIGN_CONFIG=/design/flow/config.mk WORK_HOME=/design/flow/orfs finish
==> /design/flow/config.mk <==
export PLATFORM = sky130hd
export DESIGN_NAME = regfile
export DESIGN_NICKNAME = regfile
export VERILOG_FILES = /design/flow/design.v
export SDC_FILE = /design/flow/constraint.sdc
export NUM_CORES = 4
export LEC_CHECK = 1
export CORE_UTILIZATION = 30
export SYNTH_HDL_FRONTEND = slang
==> /design/flow/constraint.sdc <==
current_design regfile

set clk_period 7.9
set clk_io_pct 0.2

create_clock -name clk0 -period $clk_period [get_ports {Clk}]

set non_clock_inputs [all_inputs -no_clocks]
set_input_delay [expr $clk_period * $clk_io_pct] -clock clk0 $non_clock_inputs
set_output_delay [expr $clk_period * $clk_io_pct] -clock clk0 [all_outputs]
==> flow_metrics.rpt <==
==== FLOW RESULTS ====
----------------------------------------------------
[STA]
  Worst hold margin ........................ 1890 ps
  Final-report max-slew violation count ........................ 0
  Max Clock Freq ........................ 0.205 GHz
  Number of setup violations in the final report ........................ 0
  Setup TNS ........................ 0 ps
  RSZ-0062 raised after global routing ........................ no
  Worst slew slack as a fraction of its limit ........................ a little under half
  Final hold vios ........................ 0
  Cycle use final ........................ 61.8%
  Worst Tran Pin Value ........................ 801 ps
  Final critical path time including I/O delays and setup ........................ 4890 ps

[Place]
  Placed cell area ........................ 0.00656 mm2
  IO buf count ........................ 70
  Final Wtd Congestion ........................ 0.719
  Half-perimeter wire length after detailed placement ........................ 6100 um

[Clock network]
  Number of buffers on the longest clock path ........................ 2
  # clock sinks ........................ approximately 130
  Post-CTS Setup Repair Bufs ........................ 0
  Worst-path clk slew ........................ 50 ps
  Inserted Clock Buffers ........................ 17
  Clock tree from TritonCTS ........................ done
  Clock root buffer ........................ sky130_fd_sc_hd__clkbuf_16
  Post_cts resized ........................ 0
  CTS hold repair buffers ........................ 0
  H-tree lvl count ........................ 4

[Final layout]
  Top flop regs ........................ regfile: 128 flops
  Largest register FFs ........................ approximately 130
  Leading cell type in the layout, fill and taps excluded ........................ sky130_fd_sc_hd__edfxtp_1
  Top logic cells by instance count in the layout ........................ sky130_fd_sc_hd__edfxtp_1 (128), sky130_fd_sc_hd__and2_1 (96), sky130_fd_sc_hd__clkdlybuf4s50_1 (68)
  Share of post-route cells with drive strength above 1 ........................ approximately a quarter
  Largest register by flop count ........................ regfile
  Area grow syn2layout ........................ 24.9%
  Fin util ........................ 38.7%
  Fill count ........................ 1628
  Post-route design area ........................ 0.00702 mm2

[Routing]
  Ant diodes ........................ 0
  Per-cell routed wire length ........................ 18.2 um
  Remaining routing DRC violations ........................ 0
  1st-iter DRT viols ........................ 152
  WL met3 ........................ 1480 um
  Detailed Route WL ........................ 11500 um
  Routed wire length on met2 ........................ 5590 um
  Total number of vias ........................ between 2000 and 3000
  DR top layer ........................ met4
  Via-per-instance ratio ........................ 4.58
  Length of the first detailed-routing pass in iterations ........................ 12
  Count of nets left with antenna violations after detail routing ........................ 0
  Met1 WL ........................ 4290 um

[Critical path]
  Signal arrival time at the worst endpoint ........................ 3310 ps
  Type of the worst setup path ........................ in -> out
  Endpoint class of the critical path ........................ output pin
  Data required time at the worst endpoint ........................ 6320 ps
  Nature of the critical path startpoint ........................ primary input
  Largest fanout on the critical path ........................ 32

[Floorplanning]
  Number of standard-cell rows in the floorplan ........................ 49
  DIE WIDTH ........................ roughly 140 um
  Area of the die ........................ approximately 0.019 mm2
  Total I/O pin count ........................ 72
  Starting utilization of the core area ........................ 31.0%
  Die Y-Extent ........................ about 140 um
  Total core area ........................ ~0.018 mm2

[GRT]
  Number of global-route vias before repair ........................ 3308
  Initial antenna violation count ........................ 0
  Aggregate global routing overflow ........................ 0
  Wire length of the first global-routing pass ........................ 17700 um
  GRT Total Usage ........................ 13.4%
  Pin count of the biggest net entering global routing ........................ 33

[Synthesis]
  Synthesized area divided by synthesized cell count ........................ 17.7 um2
  Chip area line of the yosys report ........................ between 0.005 and 0.006 mm2
  Yosys reg bits ........................ 128
  Sequential fraction of the synthesis area ........................ 68.4%
  Post-synthesis cell count from yosys ........................ around 320
  Count of warnings emitted by yosys ........................ 0
  Area of the mapped netlist ........................ 0.00562 mm2
  Unique masters post-synth ........................ 15
  Post-synthesis cell count ........................ 317

[Power and ir drop]
  Pwr dens ........................ 227 mW/mm2
  Max VDD drop ........................ 0.000143 V
  Static power due to leakage ........................ 2.44 nW
  Tot Pwr ........................ 1.59 mW

[Run]
  OpenROAD warning count ........................ 26
  Reported max-cap violation count ........................ 0

[Worst hold path]
  Hold Crit Class ........................ in -> reg

[Run status]
  Status ........................ finished, final reports clean

----------------------------------------------------
layout make-up:
class / instances / area [um2] / share of cell area (%)
inverters: 1 / 3.75 / 0.0534
clock inverters: 4 / 17.5 / 0.249
flip-flops and latches: 128 / 3840 / 54.7
clock buffers: 23 / 448 / 6.38
well taps: 229 / 287 / 4.08
repair buffers: 77 / 743 / 10.6
multi-input cells: 169 / 1680 / 23.9
Yosys cell counts (all sizes together):
master | count | share of area, %
o21bai | 2 | 0.27
nor4b | 1 | 0.42
a31o | 2 | 0.31
and2 | 128 | 15
and4bb | 2 | 0.45
and2b | 1 | 0.16
nand2b | 1 | 0.11
mux4 | 32 | 13
inv | 1 | 0.067
buf | 7 | 1.1
edfxtp | 128 | 68
clkbuf | 12 | 1.0
worst paths after layout:
check,start,end,depth (start not counted)
worst max-delay path,RAddr[0],RData[29],4
worst min-delay path,WData[12],regfile[0][12]$_SDFFCE_PN0P_,2
cell families (layout without fill, tap and decap cells):
logic type             Yosys count  after routing  synth area share (%)
AND/OR/NAND/NOR                133            133                  16.1
buffers and inverters           20            105                  2.14
multiplexers                    32             32                  12.8
AND-OR/OR-AND                    4              4                 0.579
flip-flops                     128            128                  68.4
where the power goes:
part,leakage (nW),switching (mW),internal (mW)
Combinational,0.957,0.0603,0.0933
Sequential,1.26,0.0109,0.804
Clock,0.228,0.239,0.386
Total,2.44,0.311,1.28
stage by stage:
step / setup WS (ps) / instances
floorplan: 4000 / 317
global placement: 2970 / 604
detailed placement: 2980 / 604
CTS: 2960 / 631
global route: 2840 / 631
finish: 3010 / 631
worst max-delay path, cell delays in order:
cell,delay (ps)
sky130_fd_sc_hd__buf_2,80
sky130_fd_sc_hd__buf_4,550
sky130_fd_sc_hd__mux4_2,640
sky130_fd_sc_hd__clkdlybuf4s50_1,430
metal layers:
layer | GRT usage (%) | vias to the layer above
li1 | - | 1342
met3 | 9.22 | 7
met2 | 20.5 | 154
met5 | 0 | -
met1 | 16.2 | 1390
met4 | 2.22 | 0
Power is estimated from default activity; no workload was simulated.
