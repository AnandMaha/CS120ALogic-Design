==> ./design.v <==
module falogic( 
 output r, 
 input x, 
 input y, 
 input cin 
 ); 
xor cx1 ( t1, x,y ); 
xor cx2 ( r, t1, cin ); 
endmodule 
module register_logic( 
 input clk, 
 input enable , 
 input [4:0] Data , 
 output reg [4:0] Q ) ; 
 always @(posedge clk ) 
 begin 
 if ( enable) begin 
 Q = Data; 
 end 
 end 
endmodule 
module carrylogic( 
output [3:0] cout , 
input cin, 
input [3:0] x, 
input [3:0] y 
 ); 
wire g0, g1, g2, g3 ; 
assign g0 = x[0] & y[0] ; 
assign g1 = x[1] & y[1] ; 
assign g2 = x[2] & y[2] ; 
assign g3 = x[3] & y[3] ; 
wire p0, p1, p2, p3 ; 
assign p0 = x[0] + y[0] ; 
assign p1 = x[1] + y[1] ; 
assign p2 = x[2] + y[2] ; 
assign p3 = x[3] + y[3] ; 
assign cout[0] = g0 | ( p0 & cin) ; 
assign cout[1] = g1 | ( p1 & ( g0 | (p0 & cin) ) ) ; 
assign cout[2] = g2 | ( p2 & (g1 | ( p1 & ( g0 | (p0 & cin) ) ) ) ) ; 
assign cout[3] = g3 | ( p3 & (g2 | ( p2 & (g1 | ( p1 & ( g0 | (p0 & cin) ) ) ) ) ) ) ;
endmodule
module carrylookahead_st( 
 input clk , 
 input enable , 
 input cin, 
 input [3:0] x, 
 input [3:0] y, 
 output [4:0] r 
 ); 
wire [3:0] c; 
wire [3:0] ir1 ; 
wire [4:0] ir2 ; 
carrylogic cx1 (c, cin, x, y);
falogic cx6 ( ir1[3], x[3], y[3], c[2] ) ; 
falogic cx7 ( ir1[2], x[2], y[2], c[1] ) ; 
falogic cx8 ( ir1[1], x[1], y[1], c[0] ) ; 
falogic cx9 ( ir1[0], x[0], y[0], cin ) ; 
register_logic cx10 ( clk,1'b1, {c[3],ir1}, ir2 ) ; 
assign r = ir2;
endmodule 
==> ./run.sh <==
#!/bin/bash
# OpenROAD 26Q1-2900-gdf79404cd8, Yosys 0.63+post, stock flow scripts
make -C /OpenROAD-flow-scripts/flow DESIGN_CONFIG=/design/flow/config.mk WORK_HOME=/design/flow/orfs finish
==> ./config.mk <==
export PLATFORM = sky130hd
export DESIGN_NAME = carrylookahead_st
export DESIGN_NICKNAME = carrylookahead_st
export VERILOG_FILES = /design/flow/design.v
export SDC_FILE = /design/flow/constraint.sdc
export NUM_CORES = 4
export LEC_CHECK = 1
export CORE_AREA = 10 10 70 70
export DIE_AREA = 0 0 80 80
export SYNTH_HDL_FRONTEND = slang
==> ./constraint.sdc <==
current_design carrylookahead_st

set clk_period 3.1
set clk_io_pct 0.2

create_clock -name clk0 -period $clk_period [get_ports {clk}]

set non_clock_inputs [all_inputs -no_clocks]
set_input_delay [expr $clk_period * $clk_io_pct] -clock clk0 $non_clock_inputs
set_output_delay [expr $clk_period * $clk_io_pct] -clock clk0 [all_outputs]
==> run summary <==
Worst setup SP type: primary input
Clock root buffer: sky130_fd_sc_hd__clkbuf_4
Length of the first detailed-routing pass in iterations: 2
Clock share of power: 0.380
Initial DRC Count: 2
Deepest clock path buffer count: 2
Remaining max-slew budget at the tightest pin: 0.924
Relative contribution of sequential cells to total power: 0.392
Seq/Total Area, Yosys: 0.460
Flip-flop count of the largest register, all copies and words added: 5
Site row count: 21
Hold Vio Cnt, Final: 0
Fin. max-slew vios: 0
DIE AREA: 0.00640 mm²
Post-CTS Resized: 0
Netlist area before placement: 218 µm²
Setup violations, final: 0
Initial antenna violation count: 0
Area added between synthesis and finish: 103%
Total placed instance area: 415 µm²
Total of buffers placed on input and output ports: 14
Ports: 16
Switching share of total power: 0.214
Worst slew pin tran: 0.113 ns
Worst IR Drop VDD: 0.000169 V
Wire length of the first global-routing pass: 993 µm
Final WS setup: 0.668 ns
Setup TNS: 0 ns
Critical path arrival: 2.62 ns
Maximum achievable frequency: 411 MHz
Post-layout period usage: 0.784
Final ANT Viol Nets: 0
Chip area line of the yosys report: 218 µm²
Static leakage: 0.194 nW
CP Class: in -> reg
Largest net degree at the start of global routing: 4
Via count of the first global-routing pass: 208
Mapped Avg Cell Area: 11.5 µm²
Yosys reg bits: 5
Die outline width: 80 µm
Tally of yosys warning messages: 0
Area of the core region: 0.00342 mm²
Num CTS Buffers: 3
Antenna cell count: 0
RSZ-0062 raised after global routing: no
Total clock sinks: 5
Top post-synthesis cells by count: sky130_fd_sc_hd__inv_1 (10), sky130_fd_sc_hd__dfxtp_1 (5), sky130_fd_sc_hd__fa_1 (4)
Fill cells: 403
Synthesized instance count: 19
CP max FO: 1
Share of async-settable or async-resettable flops after synthesis: 0
Fp util: 0.0637
Portion of total power attributed to combinational logic: 0.228
Detailed-route wire length: 606 µm
Main flop type after synthesis: sky130_fd_sc_hd__dfxtp_1
Clock tree from TritonCTS: done
Overflow left after global routing: 0
Min-Delay Path Class: in -> reg
Cell type with the largest total area after synthesis: sky130_fd_sc_hd__dfxtp_1
Minimum period implied by the final worst setup slack: 2.43 ns
Routed vias: 171
Yosys cell types: 3
Cell types occupying the most area after synthesis: sky130_fd_sc_hd__dfxtp_1 (46%), sky130_fd_sc_hd__fa_1 (37%), sky130_fd_sc_hd__inv_1 (17%)
Post-CTS Repair Setup Buffers: 0
Internal: 157 µW
EDFF count, synth: 0
Total power density per cell area: 453 mW/mm²
Max-area cell share: 0.460
Run status: completed
Number of warning messages in the logs: 26
Net switching component of the power: 42.9 µW
Most popular library cell in the synthesized design by count: sky130_fd_sc_hd__inv_1
Number of H-tree levels: 1
Required time of the critical path: 3.29 ns
Combined global-route utilization of all metal layers: 0.0217
Worst slack at placement: 0.408 ns
Drt drc: 0
Vias/cell: 2.06
Number of maximum-capacitance violations: 0
Crit end category: register
Drt wl/cell: 7.30 µm
Clock transition at the registers of the reported paths: 0.05 ns
Yosys Instances: 19
Post-cts hold-fix buffer tally: 0
Floorplan die height: 80 µm
RD Place Congestion: 0.821
Final std cell area, no fill: 442 µm²
Share of layout cells above drive strength 1: 0.0811
Final HPWL from detailed placement: 555 µm
cells in the final DEF (no fill, tap or decap):
master / count
sky130_fd_sc_hd__inv_1: 10
sky130_fd_sc_hd__clkbuf_1: 1
sky130_fd_sc_hd__clkbuf_4: 3
sky130_fd_sc_hd__fa_1: 4
sky130_fd_sc_hd__dfxtp_1: 5
sky130_fd_sc_hd__clkdlybuf4s50_1: 14
worst max-delay path: stages:
cell and delay (ns):
sky130_fd_sc_hd__clkdlybuf4s50_1 0.40, sky130_fd_sc_hd__inv_1 0.08, sky130_fd_sc_hd__fa_1 0.16, sky130_fd_sc_hd__inv_1 0.05
sky130_fd_sc_hd__fa_1 0.40, sky130_fd_sc_hd__fa_1 0.37, sky130_fd_sc_hd__inv_1 0.07, sky130_fd_sc_hd__fa_1 0.41
sky130_fd_sc_hd__inv_1 0.06
logic make-up after synthesis:
family     synth area share
buf+inv               0.172
fa+ha+maj             0.368
flops                 0.460
layout make-up:
cell class | count | area [µm²] | share of cell area
timing repair buffer | 14 | 140 | 0.317
sequential | 5 | 100 | 0.227
multi-input combinational | 4 | 80.1 | 0.181
tap | 46 | 57.6 | 0.130
inverter | 10 | 37.5 | 0.0850
clock buffer | 4 | 26.3 | 0.0595
metal layers:
metal | global-route usage | part of all wire | vias to the layer above
met5 | 0 | 0 | -
met4 | 0 | 0 | 0
met3 | 0.0284 | 0.25 | 0
met2 | 0.0217 | 0.25 | 17
met1 | 0.0278 | 0.50 | 71
li1 | - | - | 83
power by group through the flow:
stage | clock network, mW | registers (mW) | logic [mW]
after CTS | 0.0805 | 0.0786 | 0.0469
after global routing | 0.0897 | 0.0798 | 0.0531
final | 0.0761 | 0.0785 | 0.0457
metrics by stage:
stage	instances	hold WS, ns	total power [mW]	utilization
2_1_floorplan	19	0.781	0.0871	-
6_report	83	1.05	0.200	0.129
3_3_place_gp	79	1.29	0.125	0.122
5_1_grt	83	1.06	0.223	0.129
3_5_place_dp	79	1.29	0.127	0.122
4_1_cts	83	1.04	0.206	0.129
path summary, 6_finish.rpt:
kind | from | endpoint | slack (ns) | cells after the start
setup / recovery | cin | cx10.Q[3] | 0.67 | 9
hold / removal | x[1] | cx10.Q[1] | 1.05 | 2
Power and IR drop assume default switching activity.
