===== flow/config.mk =====
export PLATFORM = sky130hd
export DESIGN_NAME = hamming_dist
export DESIGN_NICKNAME = hamming_dist
export VERILOG_FILES = /design/flow/design.v
export SDC_FILE = /design/flow/constraint.sdc
export NUM_CORES = 4
export LEC_CHECK = 1
export CORE_AREA = 10 10 70 70
export DIE_AREA = 0 0 80 80
export SYNTH_HDL_FRONTEND = slang

===== flow/constraint.sdc =====
current_design hamming_dist

set clk_period 2.2
set clk_io_pct 0.2

create_clock -name clk0 -period $clk_period [get_ports {clk}]

set non_clock_inputs [all_inputs -no_clocks]
set_input_delay [expr $clk_period * $clk_io_pct] -clock clk0 $non_clock_inputs
set_output_delay [expr $clk_period * $clk_io_pct] -clock clk0 [all_outputs]

===== flow/design.v =====
module hamming_dist( 
 input wire [3:0] A, 
 input wire [3:0] B,
 input wire enable,
 input wire clk,
 output reg [2:0] D,
 output reg Q
 ); 
 reg [3:0] T1;
 always @(posedge clk) begin
	if(enable == 1) begin
		T1 = A ^ B;
		D = 0;
		for(integer i = 0; i < 4; i++) begin
			if(T1[i] == 1)
				D = D + 1;
		end
		if(D > 2)
			Q = 1;
		else
			Q = 0;
	end
end
endmodule

===== flow/run.sh =====
#!/bin/bash
# OpenROAD 26Q1-2900-gdf79404cd8, Yosys 0.63+post, stock flow scripts
make -C /OpenROAD-flow-scripts/flow DESIGN_CONFIG=/design/flow/config.mk WORK_HOME=/design/flow/orfs finish

==> Slide: Implementation Results <==
Physical Implementation Snapshot

Status
  • Status: completed

Logic synthesis
  • Yosys Chip Area: between 300 and 400 sq um
  • Synthesized area: between 300 and 400 sq um
  • Distinct cells, synth: 17
  • Synthesis Warnings: 0
  • Synth Instances: 31
  • Sequential area share after synthesis: 34.9%
  • Yosys Instances: 31
  • Ys flops: 4
  • Avg Inst Size Synth: 11.1 sq um

Floorplanning
  • Init Core Util: a little over 10%
  • Row count: 21
  • Ports: 14
  • Die Width: around 80 microns
  • Core ar.: 0.00342 sq mm
  • DIE AREA: about 0.0064 sq mm
  • Die Y: roughly 80 microns

CTS
  • H-tree Lvls: 1
  • Clock sinks: 4
  • Root buf cell: clkbuf_4
  • Clk buf depth: 2
  • CTS buffer count: 3
  • Reg clk slew, reported paths: around 0.040 ns
  • TritonCTS clock tree: built
  • Cts hold-fix bufs: 0

Timing
  • Slew of the pin with the lowest slew margin: ~0.48 ns
  • Max Fclk: roughly 470 MHz
  • Max-slew violation count: 0
  • Setup TNS: 0 ns
  • Slew margin rel.: between 60% and 70%
  • Hold violation count in the final report: 0
  • Worst hold slack: between 0.9 and 1 ns
  • Period minus WS final: 2.11 ns
  • RSZ-0062 raised after global routing: no
  • Fin crit share: between 90% and 100%
  • Endpoints failing setup: 0

Pwr
  • Peak supply drop: roughly 0.19 mV
  • Leak: 0.000243 uW
  • Power Density: about 640 mW/mm^2
  • Overall power: 402 uW

Global routing
  • Remaining Overflow, GRT: 0
  • First-pass GRT wire length: around 1300 microns
  • Initial antenna violation count: 0
  • Number of global-route vias before repair: around 320
  • Largest net degree at the start of global routing: 7
  • GRT Util Overall: under 10%

Drt
  • 1st-pass router iterations: 4
  • WL/cell: roughly 8.5 microns
  • Number of diodes: 0
  • Routed Antenna Nets: 0
  • Drt total wl: around 850 microns
  • Initial DRC count: 7
  • DRC: 0
  • Vias per inst: about 3.1
  • Routed vias: 313

Worst setup path
  • WS Path Type: in -> reg
  • CP max-delay cell: ha_1
  • Slowest stage delay, CP: between 0.3 and 0.4 ns
  • Worst endpoint data arrival time: roughly 2.1 ns
  • Crit path launch type: input pin
  • Crit end category: register
  • Worst endpoint required time: around 2.2 ns
  • Crit-path cells: dlygate4sd2_1 -> xor2_1 -> ha_4 -> xnor2_2 -> ha_1 -> nor3b_2 -> o21a_1 -> o21ai_1
  • CP max FO: 3

Placed design
  • Port buffer count: 13
  • Gpl congestion: about 0.76

Job
  • Max cap viols: 0
  • Log Warnings: 26

Layout
  • Layout cells sized above 1: 33.3%
  • Fill count: 391
  • Area delta synth->final: 82.2%

Min path
  • Hold crit path type: in -> reg
==> layout make-up <==
cell class / count / area (sq um) / share of cell area (%)
multi-input cells: 25 / 241 / 38.5
repair buffers: 20 / 178 / 28.3
inverters: 2 / 7.51 / 1.20
clock buffers: 3 / 22.5 / 3.59
well taps: 46 / 57.6 / 9.18
flip-flops and latches: 4 / 120 / 19.2
==> worst max-delay path: cells and delay by family <==
family                   cells  cell delay (ns)
AND-OR/OR-AND                2             0.21
XOR/XNOR                     2             0.42
adder cells (fa/ha/maj)      2             0.61
AND/OR/NAND/NOR              1             0.17
buffers and inverters        1             0.24
==> registers in the layout, indices dropped and copies added (netlist names) <==
signal	cells
D	3
Q	1
==> worst paths after layout <==
| check | endpoint | depth (start not counted) | slack (ns) | startpoint |
|---|---|---|---|---|
| worst max-delay path | Q | 8 | 0.09 | A[1] |
| worst min-delay path | D[1] | 1 | 0.92 | enable |
==> per-stage QoR <==
stage	utilization, %	setup WS [ns]	cells	instance area (sq um)
2_1_floorplan	-	0.137	31	344
4_1_cts	18.4	0.0840	100	627
3_3_place_gp	16.9	-0.338	96	577
3_5_place_dp	16.9	-0.404	96	577
6_report	18.4	0.0890	100	627
5_1_grt	18.4	0.00359	100	627
==> cells by family after synthesis <==
kind of cell / share of synthesized area [%]
XOR/XNOR: 26.9
flip-flops: 34.9
buffers and inverters: 2.18
AND/OR/NAND/NOR: 8.73
AND-OR/OR-AND: 13.1
multiplexers: 3.27
adder cells (fa/ha/maj): 10.9
==> layout by cell type, fill, tap and decap left out, types with 2 or more instances in the layout <==
cell / instances
o21a_1: 2
xnor2_2: 2
inv_1: 2
clkdlybuf4s50_1: 9
xor2_2: 2
clkbuf_4: 3
dlygate4sd2_1: 4
ha_1: 2
nor2_1: 2
o21ai_0: 2
buf_4: 7
edfxtp_1: 4
xor2_1: 4
==> power by group <==
| part | internal, uW | leakage [uW] | switching, uW | total (uW) |
|---|---|---|---|---|
| clock network | 60.9 | 0.0000138 | 28.7 | 89.7 |
| logic | 120 | 0.000191 | 79.8 | 200 |
| registers | 109 | 0.0000389 | 3.56 | 112 |
| total | 290 | 0.000243 | 112 | 402 |
==> repair_timing <==
item / CTS / global route
gates resized: 7 / 0
buffers inserted: 1 / 0
endpoints found under the setup margin: 2 / 0
==> synthesized netlist by cell type <==
master	instances	area share [%]
a21oi_2	1	2.5
a31oi_1	1	1.8
edfxtp_1	4	35
ha_1	3	11
inv_1	2	2.2
mux2_2	1	3.3
nand2_1	1	1.1
nand3_1	1	1.5
nor2_1	2	2.2
nor3b_1	1	2.2
nor4_1	1	1.8
o21a_1	2	4.4
o21ai_0	2	2.9
o21ai_1	1	1.5
xnor2_2	2	9.5
xor2_1	5	13
xor2_2	1	4.7
==> layer usage <==
metal | vias to the layer above | share of wire [%] | track usage [%]
li1 | 156 | - | -
met3 | 0 | 12 | 1.82
met2 | 20 | 39 | 3.85
met5 | - | 0 | 0
met1 | 137 | 49 | 3.05
met4 | 0 | 0 | 0.528
No activity file was given, so power comes from the tool's default toggle rates.
